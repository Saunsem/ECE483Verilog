[./run.sh]
#!/bin/bash
# OpenROAD 26Q1-2900-gdf79404cd8, Yosys 0.63+post, stock flow scripts
make -C /OpenROAD-flow-scripts/flow DESIGN_CONFIG=/design/flow/config.mk WORK_HOME=/design/flow/orfs finish
[./config.mk]
export PLATFORM = sky130hd
export DESIGN_NAME = MEMWBregister
export DESIGN_NICKNAME = MEMWBregister
export VERILOG_FILES = /design/flow/design.v
export SDC_FILE = /design/flow/constraint.sdc
export NUM_CORES = 4
export LEC_CHECK = 1
export CORE_UTILIZATION = 30
[./constraint.sdc]
current_design MEMWBregister

set clk_period 1.0
set clk_io_pct 0.2

create_clock -name clk0 -period $clk_period [get_ports {clk}]

set non_clock_inputs [all_inputs -no_clocks]
set_input_delay [expr $clk_period * $clk_io_pct] -clock clk0 $non_clock_inputs
set_output_delay [expr $clk_period * $clk_io_pct] -clock clk0 [all_outputs]
[./design.v]
`timescale 1ns / 1ps
module MEMWBregister(
   input [31:0] dat1_i,
	input [31:0] dat2_i,
	output reg [31:0] dat1_o,
	output reg [31:0] dat2_o,
	input [4:0] RegDest_i,
	output reg [4:0] RegDest_o,
	input RegWrite,
	output reg regWrite,
	input clk,
	input reset,
	input MemtoReg_i,
	output reg MemtoReg_o
    );
	 always @ (posedge clk, posedge reset)
begin
	 if (reset == 1)
	 begin
	 dat1_o <= 32'b0;
	 dat2_o <= 32'b0;
	 regWrite <= 1'b0;
	 RegDest_o <= 3'b0;
	 MemtoReg_o <= 0;
	 end
	 else 
	 begin
	 dat1_o <= dat1_i;
	 dat2_o <= dat2_i;
	 regWrite <= RegWrite;
	 RegDest_o <= RegDest_i;
	 MemtoReg_o <= MemtoReg_i;
	 end
end
endmodule
==> impl_summary.log <==
[metrics] run summary
INFO  metric run_status = finished with violations
INFO  metric failed_checks = negative setup slack
INFO  metric area_figure_in_the_yosys_stat_output = 1780 µm²
INFO  metric setup_violations = 19
INFO  metric layout.area.comb = 0 µm²
INFO  metric critical_path_class = flip-flop to output pin
INFO  metric num_antenna_cells = 0
INFO  metric synth_area_per_cell = 24.7 µm²
INFO  metric gp_routability_congestion = 0.765
INFO  metric post-route-worst-setup-slack = -0.0214 ns
INFO  metric grt_usage = 16.6%
INFO  metric power_frac_seq = 53.5%
INFO  metric antenna_left = 0
INFO  metric clk_path_buf_depth = 2
INFO  metric ctsHtreeMaxLevel = 3
INFO  metric highest_delay_cell_along_the_critical_path = sky130_fd_sc_hd__dfrtp_1
INFO  metric yosysSeqAreaShare = 99.8%
INFO  metric synth-warning-count = 1
INFO  metric cp.arrival = 0.82 ns
INFO  metric floorplan.die.height = 79.0 µm
INFO  metric worst_slew_margin_rel = 89.4%
INFO  metric remaining_drc_errors = 0
INFO  metric fa_ha_area_share = 0%
INFO  metric postCtsSetupBuffers = 0
INFO  metric num_io_pins = 144
INFO  metric clock-root-buffer = sky130_fd_sc_hd__clkbuf_8
INFO  metric synthCells = 72
INFO  metric vdd_ir_drop_max = 1630 µV
INFO  metric hold_path.class = primary input to flip-flop
INFO  metric synth.area.mux_share = 0%
INFO  metric fp.dieArea = 6250 µm²
INFO  metric logic_gate_count = 0
INFO  metric vias = 1218
INFO  metric crit_path_max_fanout = 1
INFO  metric placement_rows = 27
INFO  metric filler_cell_count = 480
INFO  metric antenna_violations_before_repair = 0
INFO  metric grt.overflow.total = 0
INFO  metric global_route_wire_length_before_repair = 7020 µm
INFO  metric leakage = 1.52 nW
INFO  metric detail_route.iter0.violations = 12
INFO  metric post_route_cells_drive_above_1_share = 38.7%
INFO  metric cts-buffers-inserted = 9
INFO  metric synth-simple-area-share = 0%
INFO  metric cts_tree = built
INFO  metric clk_pwr_share = 37.9%
INFO  metric clkSinkCount = 71
INFO  metric synth.cell_area = 1780 µm²
INFO  metric ys_top_logic_family = buffers and inverters
INFO  metric netlist.area_leader.share = 99.8%
INFO  metric post_synth_main_area_contributors = sky130_fd_sc_hd__dfrtp_1 100%, sky130_fd_sc_hd__inv_1 0.21%
INFO  metric synth_compound_gate_area_share = 0%
INFO  metric worstPathCellList = buf_2
INFO  metric synthToLayoutAreaGrowth = 80.5%
INFO  metric fin_crit = 1.02 ns
INFO  metric max_cap_violations = 0
INFO  metric cts_hold_buf = 0
INFO  metric top_area_cell = sky130_fd_sc_hd__dfrtp_1
INFO  metric grt_pass1_vias = 1371
INFO  metric share_of_total_power_in_combinational_logic = 8.5%
INFO  metric worst-slew-pin-transition = 0.159 ns
INFO  metric critical_path.max_stage_delay = 0.37 ns
INFO  metric worstSetupStartpointType = flip-flop
INFO  metric swShare = 20.3%
INFO  metric end_kind = output pin
INFO  metric ys.flop_type = sky130_fd_sc_hd__dfrtp_1
INFO  metric min_period_over_period = 102%
INFO  metric switching_power = 1.15 mW
INFO  metric crit_buf_inv = 1
INFO  metric post-synth-top-count-cell = sky130_fd_sc_hd__dfrtp_1
INFO  metric postSynth.asyncResetShare = 100%
INFO  metric rsz0062_at_grt = true
INFO  metric die_width = 79.0 µm
INFO  metric worst_hold_startpoint = dat1_i[14]
INFO  metric finalWirelength = 4670 µm
INFO  metric fp-utilization = 31.7%
INFO  metric ys_sh_xor = 0%
INFO  metric fmax = 979 MHz
INFO  metric average_detailed_routed_wire_length_per_instance = 15.2 µm
INFO  metric tool_warnings = 27
INFO  metric yosys-top-cells-count = 71 x sky130_fd_sc_hd__dfrtp_1, 1 x sky130_fd_sc_hd__inv_1
INFO  metric number_of_buffers_added_on_ports = 143
INFO  metric powerDensity = 1770 nW/µm²
INFO  metric ys_cells = 72
INFO  metric synth_cell_type_count = 2
INFO  metric vias_per_cell = 3.97
INFO  metric ys.flops = 71
INFO  metric placeableCoreArea = 5610 µm²
INFO  metric fin_setup_tns = -0.114 ns
INFO  metric enable_flop_cells = 0
INFO  metric hold_violations = 0
INFO  metric clk_transition_reported_paths = 0.08 ns
INFO  metric path_delay_family = flip-flops
INFO  metric worstPathRequired = 0.80 ns
INFO  metric crit_path_start = dat2_o[15]
INFO  metric final_util = 57.3%
INFO  metric report.final.slew_viol_count = 0
INFO  metric drt_first_pass_iters = 2
INFO  metric cell_internal_pwr = 4.54 mW
INFO  metric maximum_number_of_pins_on_one_net_before_global_route_repair = 24
INFO  metric cts.repair.resized = 219
==> metal layers <==
metal | share of wire (%) | vias to the layer above | global-route usage [%]
li1 | - | 536 | -
met1 | 32 | 597 | 19.7
met2 | 52 | 80 | 26.7
met3 | 15 | 5 | 10.5
met4 | 1.3 | 0 | 2.00
met5 | 0 | - | 0
==> state kept, by name, summed over array words and instances (netlist names) <==
name / cells
RegDest_o: 5
MemtoReg_o: 1
dat1_o: 32
regWrite: 1
dat2_o: 32
==> cells by family (layout without fill, tap and decap cells) <==
| kind of cell | Yosys count | count (layout) |
|---|---|---|
| flops | 71 | 71 |
| buf+inv | 1 | 164 |
==> layout make-up <==
cell class            instances  area [µm²]  share of cell area, %
sequential                   71        1780                   55.3
timing repair buffer        147        1140                   35.6
clock buffer                 10         128                   3.97
tap                          72        90.1                   2.80
clock inverter                6        68.8                   2.14
inverter                      1        7.51                  0.234
==> power by group through the flow <==
stage	clock [mW]	sequential, mW	combinational [mW]
global route	2.38	3.06	0.532
finish	2.16	3.05	0.485
CTS	2.26	3.05	0.501
==> path summary, 6_finish.rpt <==
path	to	slack, ns	depth (start not counted)
min in group asynchronous	dat1_o[14]	0.31	3
max in group asynchronous	RegDest_o[4]	0.52	3
worst min-delay path	dat1_o[14]	0.30	1
worst max-delay path	dat2_o[15]	-0.02	1
==> cells in the final DEF, fill, tap and decap left out <==
cell type	count
sky130_fd_sc_hd__inv_6	1
sky130_fd_sc_hd__clkdlybuf4s50_1	72
sky130_fd_sc_hd__clkbuf_8	9
sky130_fd_sc_hd__buf_2	71
sky130_fd_sc_hd__clkbuf_1	1
sky130_fd_sc_hd__dfrtp_1	71
sky130_fd_sc_hd__clkinvlp_4	2
sky130_fd_sc_hd__buf_12	3
sky130_fd_sc_hd__buf_4	1
sky130_fd_sc_hd__bufinv_16	1
sky130_fd_sc_hd__clkinv_4	2
sky130_fd_sc_hd__clkinv_2	1
==> through the flow <==
step	total power [mW]	hold WS (ns)	area [µm²]	setup slack [ns]	std cells
6_report	5.69	0.295	3210	-0.0214	307
5_1_grt	5.97	0.273	3210	-0.0724	307
4_1_cts	5.81	0.280	3210	-0.0413	307
3_5_place_dp	3.75	0.648	3370	-0.00990	291
3_3_place_gp	3.75	0.645	3370	-0.00700	291
2_1_floorplan	3.11	0.231	1780	0.0160	72
Power figures rest on the tool's default switching activity, not on a simulated workload.
