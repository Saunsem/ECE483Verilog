===== design/flow/config.mk =====
export PLATFORM = sky130hd
export DESIGN_NAME = EXMEMregister
export DESIGN_NICKNAME = EXMEMregister
export VERILOG_FILES = /design/flow/design.v
export SDC_FILE = /design/flow/constraint.sdc
export NUM_CORES = 4
export LEC_CHECK = 1
export CORE_UTILIZATION = 30

===== design/flow/constraint.sdc =====
current_design EXMEMregister

set clk_period 1.0
set clk_io_pct 0.2

create_clock -name clk0 -period $clk_period [get_ports {clk}]

set non_clock_inputs [all_inputs -no_clocks]
set_input_delay [expr $clk_period * $clk_io_pct] -clock clk0 $non_clock_inputs
set_output_delay [expr $clk_period * $clk_io_pct] -clock clk0 [all_outputs]

===== design/flow/design.v =====
`timescale 1ns / 1ps
module EXMEMregister(
   input [31:0] ALUout_i,
	input [31:0] Op2_i,
	output reg [31:0] ALUout_o,
	output reg [31:0] Op2_o,
	input [4:0] RegDest_i,
	output reg [4:0] RegDest_o,
	input RegWrite,
	output reg regWrite,
	input clk,
	input reset,
	input MemRead_i, MemWrite_i, MemtoReg_i,
	output reg MemRead_o, MemWrite_o, MemtoReg_o
    );
	 always @ (posedge clk, posedge reset)
begin
	 if (reset == 1)
	 begin
	 ALUout_o <= 32'b0;
	 Op2_o <= 32'b0;
	 regWrite <= 1'b0;
	 RegDest_o <= 3'b0;
	 MemRead_o <= 0;
	 MemWrite_o <= 0;
	 MemtoReg_o <= 0;
	 end
	 else 
	 begin
	 ALUout_o <= ALUout_i;
	 Op2_o <= Op2_i;
	 regWrite <= RegWrite;
	 RegDest_o <= RegDest_i;
	 MemRead_o <= MemRead_i;
	 MemWrite_o <= MemWrite_i;
	 MemtoReg_o <= MemtoReg_i;
	 end
end
endmodule

===== design/flow/run.sh =====
#!/bin/bash
# OpenROAD 26Q1-2900-gdf79404cd8, Yosys 0.63+post, stock flow scripts
make -C /OpenROAD-flow-scripts/flow DESIGN_CONFIG=/design/flow/config.mk WORK_HOME=/design/flow/orfs finish

==> CHANGELOG.md <==
### Metrics

* Placed cell area at between 3000 and 4000 sq um
* Hold slack final at 0.2950 ns
* Slew margin rel. at 0.8563
* Post-DP HPWL at ~3000 um
* Max Fclk at 995.9 MHz
* Max clock buf depth at 2
* Peak supply drop at approximately 1200 uV
* DRT antenna net count at 0
* Pre-CTS setup slack at between 0.005 and 0.006 ns
* Clock buffer count from CTS at 9
* Sequential share of the synthesized area at 0.9979
* Final Cell Area at between 3000 and 4000 sq um
* Synthesis warning total at 1
* Yosys stat chip area at 1831 sq um
* Area delta synth->final at 76.69%
* Rows at 28
* Setup WS post-layout at -0.004078 ns
* Syn_area_per_cell at between 20 and 25 sq um
* Crit path kind: register to output port
* CP Cell Sequence: buf_2
* Fp_density at 0.3110
* RePlAce Congestion at 0.6594
* Vias in the first global route at 1,267
* Power Total at roughly 5.4 mW
* Core ar. at between 5000 and 6000 sq um
* Pwr dens at 1680 nW/um^2
* Largest net degree at the start of global routing at around 42
* Die area at roughly 6400 sq um
* Unrepaired setup endpoints after global routing: yes
* Synthesized area at approximately 1800 sq um
* Max FO, Critical Path at 1
* Initial antenna violation count at 0
* Sequential cell area at ~1800 sq um
* Period utilization at 1.004
* CTS tree: yes
* Most frequent logic cell in the layout: clkdlybuf4s50_1
* Post-CTS Hold Buffers at 0
* Fin util at 0.5495
* Drt via density at approximately 3.8
* Cell family with most CP delay: flip-flops
* 1st-iter DRT viols at 11
* Status: finished, violations left
* Die Span X at 80.12 um
* Violated checks: negative setup slack
* Finish-stage setup viols at 2
* Clk sinks at 73
* Clock Pin Slew Worst Setup and Hold Paths at approximately 0.07 ns
* P_leak at 1.531 nW
* Ys flops at about 73
* I/O pin total at about 150
* Max_cap viols at 0
* Worst min-delay path class: input pin to asynchronous set/reset pin
* Grt ovf at 0
* Crit path capture type: output port
* Gr usage total at 0.1291
* Die height at around 80 um
* Comb gates at 0
* Share of cells above drive strength 1 at 0.3824
* Mapped Cells at 74
* Routed WL at 3934 um
* Most frequent cells in the layout: clkdlybuf4s50_1 (74), dfrtp_1 (73), buf_2 (73)
* Drt pass-1 iters at 4
* Pins Over Slew Limit at 0
* # DRC at 0
* WL per Instance at approximately 13 um
* Slowest CP cell: dfrtp_1
* Minimum clock period at between 1 and 1.5 ns
* Crit start category: register
* Worst EP arrival at roughly 0.80 ns
* IO Port Bufs at between 100 and 150
* Tightest Pin Transition at roughly 0.22 ns
* First-pass GRT wire length at a little under 6000 um
* Number of fill cells at between 400 and 500
* N_diodes at 0
* Multi-input gate area at 0 sq um
* Distinct lib cells at 2
* Log Warnings at 28
* Final Hold Violating Endpoints at 0
* H-tree Lvls at 3
* CTS root buffer: clkbuf_8
* Cells in synth_stat.txt at roughly 74
* Required @ worst endpoint at around 0.80 ns
* Crit path buffers/inverters at 1
* CP peak stage delay at about 0.37 ns
* Vias at 1,204
[synthesized netlist by cell type]
| master | count | area share |
|---|---|---|
| dfrtp_1 | 73 | 1.0 |
| inv_1 | 1 | 0.0020 |
[logic make-up (layout without fill, tap and decap cells)]
family,after synthesis,after routing,share of synthesized area
buf+inv,1,165,0.002049
flops,73,73,0.9979
[where the power goes]
part	internal, mW	total (mW)	leakage (nW)	switching [mW]
Sequential	3.10	3.13	0.851	0.0304
Clock	0.870	1.83	0.0846	0.961
Combinational	0.359	0.474	0.596	0.115
Total	4.33	5.43	1.53	1.11
[area by class of cell]
type                  count  area share
Inverter                  1    0.002321
Clock inverter            6     0.01122
Clock buffer              9     0.03830
Tap cell                 75     0.02901
Timing Repair Buffer    149      0.3544
Sequential cell          73      0.5648
[metal layers]
layer / GRT usage / vias up / share of wire / wire length, um
li1: - / 548 / - / -
met1: 0.1748 / 582 / 0.37 / 1442
met2: 0.2103 / 68 / 0.52 / 2036
met3: 0.04152 / 6 / 0.099 / 388
met4: 0.03214 / 0 / 0.017 / 66
met5: 0 / - / 0 / 0
[stage by stage]
step / std cells / setup TNS, ns
6_report: 313 / -0.005423
5_1_grt: 313 / -2.347
4_1_cts: 313 / -1.334
3_5_place_dp: 298 / 0
3_3_place_gp: 298 / 0
2_1_floorplan: 74 / -0.8724
[registers in the layout, summed over array words and instances (netlist names)]
register and flops:
ALUout_o 32, Op2_o 32, RegDest_o 5, MemRead_o 1, MemWrite_o 1, MemtoReg_o 1
regWrite 1
[worst paths after layout]
path                               from            to  slack (ns)  depth (start not counted)
setup / recovery           ALUout_o[19]  ALUout_o[19]      -0.004                          1
hold / removal                    reset  ALUout_o[31]        0.30                          3
max in group asynchronous         reset     Op2_o[28]        0.48                          3
min in group clk0           ALUout_i[7]   ALUout_o[7]        0.31                          1
[timing repair]
action,CTS,global route
setup endpoints to repair,73,73
setup buffers,0,0
resized,222,0
No activity file was given, so power comes from the tool's default toggle rates.
